$ cat /design/flow/constraint.sdc
current_design fu_add_and_eq_gt_gtu_ior_shl_shr_shru_sub_sxhw_sxqw_xor_always_1

set clk_period 21.0
set clk_io_pct 0.2

create_clock -name clk0 -period $clk_period [get_ports {clk}]

set non_clock_inputs [all_inputs -no_clocks]
set_input_delay [expr $clk_period * $clk_io_pct] -clock clk0 $non_clock_inputs
set_output_delay [expr $clk_period * $clk_io_pct] -clock clk0 [all_outputs]
$ cat /design/flow/run.sh
#!/bin/bash
# OpenROAD 26Q1-2900-gdf79404cd8, Yosys 0.63+post, stock flow scripts
make -C /OpenROAD-flow-scripts/flow DESIGN_CONFIG=/design/flow/config.mk WORK_HOME=/design/flow/orfs finish
$ cat /design/flow/design.v
module add_and_eq_gt_gtu_ior_shl_shr_shru_sub_sxhw_sxqw_xor_arith
#(
    parameter dataw = 32,
    parameter shiftw = 5
)
(
    input  [dataw-1 : 0]A,
    input  [3 : 0]     opc,
    input  [dataw-1 : 0]B,
    output reg[dataw-1 : 0]Z
);
    localparam OPC_ADD = 0;
    localparam OPC_AND = 1;
    localparam OPC_EQ  = 2;
    localparam OPC_GT  = 3;
    localparam OPC_GTU = 4;
    localparam OPC_IOR = 5;
    localparam OPC_SHL = 6;
    localparam OPC_SHR = 7;
    localparam OPC_SHRU= 8;
    localparam OPC_SUB = 9;
    localparam OPC_SXHW= 10;
    localparam OPC_SXQW= 11;
    localparam OPC_XOR = 12;
    function[dataw-1:0] shift_func;
    input[dataw-1:0]    d_in;
    input[shiftw-1:0]   shft_amount;
    input integer opc;
    begin
        if(opc==OPC_SHR)
            shift_func= $signed(d_in)>>>shft_amount;
        else if(opc==OPC_SHRU)
            shift_func= d_in>>shft_amount;
        else 
            shift_func= d_in<<shft_amount;
    end
    endfunction
    always@(*)
    case(opc)
       OPC_ADD:Z = $signed(A) + $signed(B);
       OPC_AND: Z = A & B;
       OPC_IOR: Z = A | B;
       OPC_EQ :
            if(A == B)
                Z = $unsigned(1);
            else
                Z = $unsigned(0);
       OPC_GT:
            if($signed(A) > $signed(B))
                Z = $unsigned(1);
            else
                Z = $unsigned(0);
       OPC_GTU:
            if($unsigned(A) > $unsigned(B))
                Z = $unsigned(1);
            else
                Z = $unsigned(0);
       OPC_SHL:
            Z = shift_func(B,A[shiftw-1 : 0],OPC_SHL);
       OPC_SHR:
            Z = shift_func(B,A[shiftw-1 : 0],OPC_SHR);
       OPC_SHRU:
            Z = shift_func(B,A[shiftw-1 : 0],OPC_SHRU);
        OPC_SUB:
            Z =  $signed(A) - $signed(B);
       OPC_SXQW:
            Z = $signed(A[7 : 0]);
       OPC_SXHW:
            Z = $signed(A[dataw/2-1 : 0]);
       default: Z = A ^ B;
    endcase
endmodule
module fu_add_and_eq_gt_gtu_ior_shl_shr_shru_sub_sxhw_sxqw_xor_always_1
#(
    parameter dataw = 32,
    parameter shiftw = 32
)
(
    input[dataw-1 : 0]t1data,
    input[3 : 0]t1opcode,
    input t1load,
    input[dataw-1 : 0]o1data,
    input o1load,
    output[dataw-1 : 0]r1data,
    input  glock,
    input  rstx,
    input  clk
);
    reg[3 : 0] opc1reg;
    reg[dataw-1 : 0] t1reg;
    reg[dataw-1 : 0] o1reg;
    reg[dataw-1 : 0] o1temp;
    wire[dataw-1 : 0] r1;
    wire[1:0] control = {o1load,t1load};
    always@(posedge clk or negedge rstx)
    if(!rstx)
    begin
        t1reg   <= {dataw{1'b0}};
        opc1reg <= {4{1'b0}};
        o1reg   <= {dataw{1'b0}};
        o1temp  <= {dataw{1'b0}};
    end
    else
    if(!glock)
        case(control)
            3:
            begin
                o1reg   <= o1data;
                o1temp  <= o1data;
                t1reg   <= t1data;
                opc1reg <= t1opcode;
            end
            2:o1temp <= o1data;
            1:
            begin
                o1reg   <= o1temp;
                t1reg   <= t1data;
                opc1reg <= t1opcode;
            end
            default:
            begin
            end
        endcase
    add_and_eq_gt_gtu_ior_shl_shr_shru_sub_sxhw_sxqw_xor_arith
    #(
        .dataw(dataw),
        .shiftw(shiftw)
    )
    fu_arch
    (
        .A   (t1reg),
        .opc (opc1reg),
        .B   (o1reg),
        .Z   (r1)
    );
    assign r1data = r1;
endmodule
$ cat /design/flow/config.mk
export PLATFORM = sky130hd
export DESIGN_NAME = fu_add_and_eq_gt_gtu_ior_shl_shr_shru_sub_sxhw_sxqw_xor_always_1
export DESIGN_NICKNAME = fu_add_and_eq_gt_gtu_ior_shl_shr_shru_sub_sxhw_sxqw_xor_always_1
export VERILOG_FILES = /design/flow/design.v
export SDC_FILE = /design/flow/constraint.sdc
export NUM_CORES = 4
export LEC_CHECK = 1
export CORE_UTILIZATION = 40
==> flow_summary_export.csv <==
group,metric,value,unit
synth,synth-seq-area-share,18.4,%
synth,yosys_area,13600,um2
synth,async_flop_share,100,%
synth,synth.avg_cell_area,7.65,um2
routing,drc_errors,0,
worst_setup_path,endpoint,"r1data[28]",
global_routing,antenna_found_initial,1,
synth,ff_type,"dfrtp_1",
routing,n_antenna_cell,0,
placement,place_congestion,1.10,
worst_setup_path,path_depth,14,
cts,cts_tree,"done",
worst_setup_path,r2r_start,"t1reg[0]",
timing,rsz0062_at_grt,"no",
worst_setup_path,cp_top_family,"AND-OR/OR-AND gates",
global_routing,overflow,0,
worst_setup_path,cp.required,16.80,ns
worst_setup_path,crit_type,"reg -> out",
timing,max_slew_margin,30.9,%
timing,setup_viol,0,
worst_setup_path,r2r-end,"t1reg[0]",
die,fp_util,40.7,%
global_routing,grt_max_degree,65,
cts,clkSlewWorstSetupHoldPaths,0.07,ns
global_routing,track_usage,37.3,%
worst_setup_path,ff2ff_setup_slack,19.14,ns
routing,first_pass_iters,6,
job,max_cap_violations,0,
cts,cts-resized-gates,0,
die,die_area,34800,um2
global_routing,grt_pass1_wl,93400,um
die,rows,67,
outcome,run_status,"completed",
die,die_y,187,um
die,dieWidth,187,um
cts,h-tree-depth,3,
cts,numCtsBuffers,9,
timing,worstMarginPinSlew,1.03,ns
power,power_density,84.7,nW/um2
cts,postCtsSetupBuffers,0,
worst_setup_path,r2r_cells,2,
worst_setup_path,end_kind,"output port",
synth,synth_area,13600,um2
timing,fmax,105,MHz
timing,slew_violations,0,
synth,synth.distinct_cells,85,
routing,postRouteAntennaNets,0,
synth,ys_cells,1783,
final_layout,syn_to_final_growth,12.3,%
timing,whs,0.504,ns
final_layout,drive_gt1_share,11.0,%
placement,dp.cells,2231,
job,warnings,90,
worst_hold_path,hold_path.class,"reg -> reg",
die,coreArea,33500,um2
timing,finalHoldViolations,0,
power,peakVddDrop,0.0600,mV
worst_setup_path,critPathMaxFanout,38,
timing,fin_setup_tns,0,ns
cts,cts_max_path_buffers,2,
worst_setup_path,path_buffers,3,
timing,finalCriticalPeriod,9.54,ns
routing,initialDrtViolationCount,1493,
worst_setup_path,crit_chain,"inv_1 > buf_4 > ha_1 > nor2b_1 > o21ai_1 > a21oi_1 > o21ai_0 > a21oi_1 > a2111o_1 > a41o_1 > a2111oi_0 > o32ai_1 > a21oi_1 > clkdlybuf4s50_1",
timing,clock_skew,0.0167,ns
synth,synth-warning-count,2,
placement,port_buffers,104,
cts,clock.latency.late_pin,0.39,ns
routing,wirelength,64100,um
timing,min_period_over_period,45.4,%
worst_setup_path,cp-startpoint,"t1reg[2]",
synth,ys.flops,100,
worst_setup_path,cp_common_cell,"a21oi_1",
cts,cts_root_buffer,"clkbuf_16",
power,leakage,6.30,nW
routing,viasPerCell,6.52,
worst_setup_path,startpoint_type,"register",
cts,cts.sinks,100,
worst_setup_path,cpPeakStageDelay,0.79,ns
global_routing,grt_pass1_vias,13624,
die,ios,105,
power,report.power.total,1.30,mW
final_layout,instances_no_fill,2247,
placement,dp_hpwl,49300,um
cts,cts_hold_buf,0,
worst_setup_path,crit_slowest_cell,"dfrtp_2",
final_layout,fillers,3339,
worst_setup_path,arrival,5.34,ns
routing,vias,14649,
synth,synthCells,1783,
routing,wl_per_cell,28.5,um
synth,edf_count,0,
## registers in the layout, indices dropped and copies added (netlist names)
| register | cells |
|---|---|
| opc1reg | 4 |
| o1reg | 32 |
| o1temp | 32 |
| t1reg | 32 |
## cell usage in the layout, fill, tap and decap left out, types with 21 or more instances in the layout
cell / netlist / routed
buf_4: 3 / 46
nor4_1: 22 / 21
nand2_1: 196 / 196
mux2_2: 81 / 81
mux2i_1: 109 / 109
inv_1: 91 / 91
mux4_2: 24 / 24
a31oi_1: 30 / 30
a211oi_1: 28 / 28
dfrtp_1: 100 / 96
ha_1: 97 / 97
a21oi_1: 126 / 126
o211ai_1: 21 / 21
clkdlybuf4s50_1: 0 / 102
nand3_1: 21 / 21
o21ai_0: 134 / 134
nor3_1: 44 / 43
nor2_1: 155 / 154
## power by group
group          internal (mW)  switching, mW  leakage (nW)  total, mW
Clock                 0.0960         0.0943         0.153      0.190
Combinational          0.324          0.490          4.95      0.814
Sequential             0.221         0.0720          1.19      0.293
## cells in the mapped netlist (all sizes together) (18+ instances only)
master  instances  area [um2]
mux4           24         541
ha             97        1210
a21oi         126         631
a21o           18         135
a31oi          30         188
mux2i         109        1090
nor3           44         220
nor4           23         150
nand3          21         105
dfrtp         100        2500
nand2         196         736
nor2          155         582
clkbuf        103         387
a221oi         19         166
o211ai         22         170
inv            93         349
buf            46         214
mux2           81         912
o21ai         148         741
a211oi         29         223
## worst reg2reg max path, stage by stage (launching register included)
cell	delay (ns)
dfrtp_4	0.75
buf_4	0.68
mux2_2	0.36
## cell families after synthesis
kind of cell | count (synthesis) | synth area share (%)
muxes | 214 | 18.7
AOI/OAI and AO/OA | 579 | 28.3
and+or+nand+nor | 540 | 18.0
adders and majority gates | 99 | 9.19
DFF | 100 | 18.4
buffers and inverters | 243 | 6.99
xor gates and xnor gates | 8 | 0.514
## through the flow
step	setup WS, ns	util, %	instance area [um2]
2_1_floorplan	12.90	-	13600
6_report	11.46	45.7	15300
3_5_place_dp	12.05	44.7	15000
5_1_grt	11.23	45.7	15300
4_1_cts	11.62	45.7	15300
3_3_place_gp	12.07	44.7	15000
## how the worst min path moves through the flow
stage	startpoint	end	slack, ns	depth (start not counted)
6_report	o1temp[20]	o1temp[20]	0.50	1
5_1_grt	o1temp[15]	o1temp[15]	0.51	1
4_1_cts	o1temp[20]	o1temp[20]	0.51	1
## layout make-up
cell class,count,area [um2],area share [%]
Multi-Input combinational cell,1440,10200,66.6
Sequential cell,100,2510,16.4
Timing Repair Buffer,149,1370,8.95
Tap cell,448,561,3.66
Inverter,94,353,2.30
Clock buffer,9,225,1.47
Clock inverter,7,93.8,0.613
## routing by layer
layer / track usage, % / routed length, um / up-vias
met3: 8.82 / 5860 / 112
met5: 0 / 14 / -
met2: 54.0 / 27100 / 777
met4: 9.87 / 2120 / 2
li1: - / - / 6636
met1: 56.5 / 28900 / 7122
Power figures rest on the tool's default switching activity, not on a simulated workload.
