### design.v
module rf_1wr_1rd_always_1_guarded_0
(clk,glock,r1load,r1opcode,rstx,t1data,t1load,t1opcode,r1data,guard);
    parameter dataw = 32;
    parameter rf_size = 8;
    function integer bit_width;
    input integer value;
    begin
       if (value == 1) begin
          bit_width = 1;
       end else begin
          value=value-1;
          for (bit_width=0; value>0; bit_width=bit_width+1)
            value = value>>1;
       end
    end
    endfunction
    function[dataw-1:0] flip_bits;
    input [dataw-1:0]  flipped_vec;
    integer i;
    begin
        for(i=0;i<dataw;i=i+1)
            flip_bits[i]=flipped_vec[dataw-i-1];
    end
    endfunction
    input clk;
    input glock;
    input r1load;
    input[bit_width(rf_size)-1 :0] r1opcode;
    input[bit_width(rf_size)-1 :0] t1opcode;
    input rstx;
    input[dataw-1 :0] t1data;
    input t1load;
    output[dataw-1:0] r1data;
    output[rf_size-1:0] guard;
    reg[dataw-1:0] register[rf_size-1:0];
    integer ix;
    always@(posedge clk or negedge rstx)
    if(!rstx)
    begin
        for(ix=0;ix<rf_size;ix=ix+1)
            register[ix]<= {dataw{1'b0}};
    end
    else
        if(!glock && t1load)
            register[t1opcode] <= t1data;
    assign r1data = register[r1opcode];
    integer i;
    reg[rf_size-1:0] guard_var;
    always@(*)
    for(i=0;i<rf_size;i=i+1)
        if(t1load && i == t1opcode)
            guard_var[i] <= t1data[0];
        else
            guard_var[i] <= register[i][0];
    assign guard = guard_var;
endmodule
### run.sh
#!/bin/bash
# OpenROAD 26Q1-2900-gdf79404cd8, Yosys 0.63+post, stock flow scripts
make -C /OpenROAD-flow-scripts/flow DESIGN_CONFIG=/design/flow/config.mk WORK_HOME=/design/flow/orfs finish
### config.mk
export PLATFORM = sky130hd
export DESIGN_NAME = rf_1wr_1rd_always_1_guarded_0
export DESIGN_NICKNAME = rf_1wr_1rd_always_1_guarded_0
export VERILOG_FILES = /design/flow/design.v
export SDC_FILE = /design/flow/constraint.sdc
export NUM_CORES = 4
export LEC_CHECK = 1
export CORE_UTILIZATION = 50
### constraint.sdc
current_design rf_1wr_1rd_always_1_guarded_0

set clk_period 5.7
set clk_io_pct 0.2

create_clock -name clk0 -period $clk_period [get_ports {clk}]

set non_clock_inputs [all_inputs -no_clocks]
set_input_delay [expr $clk_period * $clk_io_pct] -clock clk0 $non_clock_inputs
set_output_delay [expr $clk_period * $clk_io_pct] -clock clk0 [all_outputs]
==> flow_summary.json <==
{
  "via_count": 7210,
  "ys_top_logic_family": "multiplexers",
  "numCtsBuffers": 29,
  "synth_seq_share_pct": 54.2,
  "finalHoldViolCount": 0,
  "io_pins": 83,
  "ys_sh_adder_pct": 0,
  "aoi_share_pct": 6.52,
  "drive_gt1_share_pct": 36.2,
  "largestRegisters": "register: 256 flops",
  "synth_chip_area_mm2": 0.0118,
  "area_growth_pct": 17.2,
  "hold-path-endpoint": "register[3][12]",
  "path_clk_slew_ns": 0.06,
  "largest_area_cell": "dfrtp_1",
  "r2r_slack_ns": 4.92,
  "die_w_um": 156,
  "synth_flops": 256,
  "drt_iter0_markers": 363,
  "cap_violations": 0,
  "first_global_vias": 7757,
  "ir_drop_mv": 0.223,
  "slew-limit-headroom_pct": 36.1,
  "hold_class": "reg -> reg",
  "setup_violations": 0,
  "power.leakage_uw": 0.00624,
  "async_reset_ff_share_pct": 100,
  "top_cell": "dfrtp_1",
  "io_buffer_count": 81,
  "htree_num_levels": 1,
  "drt-wirelength-per-cell_um": 21.8,
  "fp.coreArea_mm2": 0.0229,
  "busiest_layer": "met1",
  "cts_tree": "built",
  "timing_worst_setup_path_type": "in -> out",
  "largest_reg_flops": 256,
  "totalWireLength_um": 27200,
  "top_cell_area_share_pct": 54.2,
  "grt.met2_usage_pct": 39.0,
  "tns_ns": 0,
  "ff_type": "dfrtp_1",
  "antenna_cells": 0,
  "slew_viol_final": 0,
  "top_cells_by_area": "dfrtp_1 (54%), mux2_2 (22%), mux2i_1 (8.0%)",
  "period_needed_ns": 4.50,
  "cts_setup_buffers": 0,
  "ys_types": 31,
  "cts_buffer_depth": 3,
  "antenna_found_initial": 0,
  "dieArea_mm2": 0.0243,
  "cts_sinks": 256,
  "grtUsageMet1_pct": 39.2,
  "min_from": "register[3][12]",
  "utilization_pct": 60.5,
  "powerDensity_mw_per_mm2": 376,
  "pre_cts_ws_ns": 1.19,
  "simple_gate_share_pct": 1.84,
  "synth_cells": 842,
  "hpwl_um": 15800,
  "detail-route-antenna-nets": 0,
  "worst_slew_pin_slew_ns": 0.957,
  "yosys_warnings": 2,
  "gr-total-overflow": 0,
  "fin_skew_ns": 0,
  "ys_cells": 842,
  "ff2ff_path_depth": 1,
  "crit_path_start": "r1opcode[0]",
  "root_buffer": "clkbuf_16",
  "drc": 0,
  "initCoreUtil_pct": 51.6,
  "comb_area_mm2": 0.00506,
  "grt_first_pass_wirelength_um": 44200,
  "max_clock_freq_mhz": 222,
  "placementRows": 55,
  "cp.arrival_ns": 3.36,
  "status": "completed",
  "cts_hold_buf": 0,
  "rsz0062_at_grt": "false",
  "cts-resized-gates": 0,
  "regToRegEndpoint": "register[3][28]",
  "r2r-start": "register[3][28]",
  "grtUsageMet3_pct": 5.69,
  "cp-start-kind": "primary input",
  "gp_congestion": 0.783,
  "warning_count": 28,
  "fin_ws_ns": 1.20,
  "insertion_delay_ns": 0.53,
  "first_pass_iters": 5,
  "synthTopCellsByCount": "dfrtp_1 (256), mux2_2 (228), mux2i_1 (94), buf_2 (34)",
  "edf_count": 0,
  "track_usage_pct": 25.1,
  "hold_depth": 1,
  "syn_avg_cell_area_um2": 14.0,
  "syn_area_mm2": 0.0118,
  "viasPerCell": 5.79,
  "end_kind": "primary output",
  "largest-register": "register",
  "fill_cells": 1724,
  "die_h_um": 156,
  "crit_fanout": 34,
  "grt_max_degree": 125,
  "regArea_mm2": 0.00641,
  "worst_ep_required_time_ns": 4.56,
  "mux_share_pct": 34.0,
  "synth_xor_xnor_area_share_pct": 0,
  "fin_crit_sh_pct": 79.0
}
[routing by layer]
metal | routed length [µm] | part of all wire, %
met4 | 414 | 1.5
met2 | 12900 | 47
met1 | 12300 | 45
met5 | 0 | 0
met3 | 1620 | 6.0
[worst max-delay path: stages]
cell	delay (ns)
buf_2	0.39
buf_4	0.58
nand2b_1	0.13
buf_4	0.26
o22ai_1	0.18
o22a_1	0.19
clkdlybuf4s50_1	0.47
[kinds of logic (layout without fill, tap and decap cells)]
logic type	after synthesis	after routing
buffers and inverters	90	181
AOI/OAI and AO/OA	98	98
DFF	256	256
muxes	358	358
and+or+nand+nor	40	40
[area by class of cell]
| type | instances | area share [%] |
|---|---|---|
| clock buffers | 42 | 6.17 |
| clock inverters | 9 | 0.551 |
| inverters | 30 | 0.813 |
| multi-input cells | 496 | 36.5 |
| flip-flops and latches | 256 | 46.2 |
| well taps | 313 | 2.83 |
| repair buffers | 100 | 6.92 |
[report_power, final]
| part | switching, µW | leakage (µW) | internal (µW) |
|---|---|---|---|
| combinational | 352 | 0.00263 | 618 |
| clock | 711 | 0.000468 | 1080 |
| sequential | 214 | 0.00314 | 2240 |
[worst max path at each step]
stage	endpoint	slack (ns)
CTS	r1data[20]	1.18
global route	r1data[11]	1.07
finish	r1data[11]	1.20
[placed cells by master, fill, tap and decap left out, types with 2 or more instances in the layout]
master / count
dfrtp_1: 256
mux2_2: 228
mux2i_1: 94
clkdlybuf4s50_1: 77
o22ai_1: 31
o22a_1: 31
inv_1: 30
mux2_4: 30
a221oi_1: 29
clkbuf_16: 29
buf_4: 19
clkbuf_8: 8
nand2b_1: 7
nor2_1: 7
clkinv_2: 7
mux2_1: 6
clkbuf_1: 5
nor3b_1: 3
nand2_1: 3
nor2b_1: 3
nand2_2: 3
nor2_4: 3
or3_2: 2
a211oi_1: 2
nand3_1: 2
buf_2: 2
[metrics by stage]
| step | total power (µW) | std cells | cell area, µm² | hold WS (ns) |
|---|---|---|---|---|
| 4_1_cts | 5270 | 1246 | 13900 | 0.490 |
| 3_3_place_gp | 3390 | 1195 | 12900 | 0.467 |
| 2_1_floorplan | 3080 | 842 | 11800 | 0.458 |
| 6_report | 5210 | 1246 | 13900 | 0.486 |
| 3_5_place_dp | 3460 | 1195 | 12900 | 0.476 |
| 5_1_grt | 5490 | 1246 | 13900 | 0.504 |
Power is estimated from default activity; no workload was simulated.
