<file path="/design/flow/design.v">
module rf_1wr_1rd_lat1
  #(parameter data_width_g = 32,
    parameter depth_g = 32)
   (
    input                       clk,
    input                       rstx,
    input                       glock_in,
    input                       rload_in,
    output [data_width_g-1:0]   rdata_out,
    input [clogb2(depth_g)-1:0] rop_in,
    input                       wload_in,
    input [data_width_g-1:0]    wdata_in,
    input [clogb2(depth_g)-1:0] wop_in
    );
   reg [data_width_g-1:0]       regfile_r [0:depth_g-1];
   integer                      i;
   function integer clogb2;
      input [31:0] value;
      begin
         clogb2 = 1;
         while (2**clogb2 < value) begin
            clogb2 = clogb2 + 1;
         end
      end
   endfunction
   always @(posedge clk or negedge rstx) begin
      if (~rstx) begin
         for (i = 0; i < depth_g; i = i + 1) begin
            regfile_r[i] <= 0;
         end
      end else begin
         if (~glock_in) begin
            if (wload_in == 1) begin
               regfile_r[wop_in] <= wdata_in;
            end
         end
      end
   end
   assign rdata_out = regfile_r[rop_in];
endmodule
</file>
<file path="/design/flow/run.sh">
#!/bin/bash
# OpenROAD 26Q1-2900-gdf79404cd8, Yosys 0.63+post, stock flow scripts
make -C /OpenROAD-flow-scripts/flow DESIGN_CONFIG=/design/flow/config.mk WORK_HOME=/design/flow/orfs finish
</file>
<file path="/design/flow/config.mk">
export PLATFORM = sky130hd
export DESIGN_NAME = rf_1wr_1rd_lat1
export DESIGN_NICKNAME = rf_1wr_1rd_lat1
export VERILOG_FILES = /design/flow/design.v
export SDC_FILE = /design/flow/constraint.sdc
export NUM_CORES = 4
export LEC_CHECK = 1
export CORE_UTILIZATION = 30
</file>
<file path="/design/flow/constraint.sdc">
current_design rf_1wr_1rd_lat1

set clk_period 10.9
set clk_io_pct 0.2

create_clock -name clk0 -period $clk_period [get_ports {clk}]

set non_clock_inputs [all_inputs -no_clocks]
set_input_delay [expr $clk_period * $clk_io_pct] -clock clk0 $non_clock_inputs
set_output_delay [expr $clk_period * $clk_io_pct] -clock clk0 [all_outputs]
</file>
==> results_tabular.tex <==
% Implementation results table
\begin{tabular}{lr}
\hline
Metric & Value \\
\hline
\multicolumn{2}{l}{\textbf{Critical path}} \\
\quad Type of destination of the critical path & output port \\
\quad Category of the most critical setup path & primary input to output port \\
\quad Worst-path cell chain & buf\_4 > buf\_4 > nand2b\_1 > buf\_4 > nor3\_2 > buf\_4 > a221oi\_1 > nand4\_1 > o31a\_1 > clkdlybuf4s50\_1 \\
\quad CP delay by family, top & buffers and inverters \\
\quad Biggest cell delay along the critical path & 0.92 ns \\
\quad Required time reported for the critical path endpoint & approximately 8.7 ns \\
\quad Arrival time at the worst endpoint & 6.37 ns \\
\quad Kind of start point of the critical path & primary input \\
\quad Critical-path maximum fanout & 33 \\
\quad Crit path max-delay cell type & nor3\_2 \\
\quad Library cell appearing most often on the critical path & buf\_4 \\
\quad Crit path buf inv count & 5 \\
\multicolumn{2}{l}{\textbf{Clocking}} \\
\quad Clock root buffer master & clkbuf\_16 \\
\quad Total clock sinks & 1,024 \\
\quad Register clock-pin slew on the reported worst setup and hold paths & 0.06 ns \\
\quad Cell resize tally after clock tree synthesis & 0 \\
\quad Number of H-tree levels & 3 \\
\quad Number of setup buffers added after CTS & 0 \\
\quad Number of buffers inserted by hold repair at cts & 0 \\
\quad Number of buffers created by CTS & 112 \\
\quad Clk buf depth & 3 \\
\quad TritonCTS clock tree & yes \\
\quad Insertion delay to the later sink of the worst-skew pair & 0.69 ns \\
\multicolumn{2}{l}{\textbf{Yosys}} \\
\quad Yosys warnings & 2 \\
\quad Chip area estimate from yosys synthesis & 0.0467 mm² \\
\quad Post-synthesis sequential area ratio & $\sim$55\% \\
\quad Most used flip-flop cell after synthesis & dfrtp\_1 \\
\quad Netlist cell types & roughly 76 \\
\quad Syn Std Cell Area & 0.0467 mm² \\
\quad Yosys cell count & $\sim$3,600 \\
\quad Synth Instances & between 3,000 and 4,000 \\
\quad Number of synthesized flops with an enable pin & 0 \\
\quad Synthesized flop and latch total & 1,024 \\
\quad Share of flip-flops with an asynchronous set or reset & 100\% \\
\quad Avg Cell Area, Syn & 13.1 µm² \\
\multicolumn{2}{l}{\textbf{Job}} \\
\quad Max-cap viol count & 0 \\
\quad Total number of warnings across the stage logs & 36 \\
\multicolumn{2}{l}{\textbf{Floorplanning}} \\
\quad I/O pin count & 79 \\
\quad Initial core utilization & 30.3\% \\
\quad Floorplan row count & around 140 \\
\quad Vertical die dimension & 396 µm \\
\quad Total die size & 0.157 mm² \\
\quad Core Footprint & between 0.15 and 0.2 mm² \\
\quad X dimension of the die & 396 µm \\
\multicolumn{2}{l}{\textbf{Final timing}} \\
\quad RSZ-0062 raised after global routing & false \\
\quad Setup violations, final & 0 \\
\quad Worst hold slack & 0.495 ns \\
\quad Fin crit period & 8.55 ns \\
\quad Number of max-slew violations in the final report & 0 \\
\quad Max\_slew headroom & 20.7\% \\
\quad Clock skew & 0 ns \\
\quad Count of final hold-check violations & 0 \\
\quad Pin slew with the least headroom to its limit & 1.18 ns \\
\quad Period Utilization, post-route & 78.4\% \\
\quad FMAX & 0.117 GHz \\
\quad Sum of negative setup slack & 0 ns \\
\multicolumn{2}{l}{\textbf{Finish}} \\
\quad Post-Layout Inst Area & 0.0536 mm² \\
\quad Largest regs & regfile\_r (1024) \\
\quad Register containing the most flip-flops in the final layout & regfile\_r \\
\quad Ratio of cells with drive above 1 in the final layout & 40.1\% \\
\quad Most numerous logic cell after layout & mux2\_2 \\
\quad Final core utilization & 34.8\% \\
\quad Number of flip-flops under the largest register name & 1,024 \\
\quad Fillers & 15,000 \\
\quad Relative area change from synthesis to final layout & 14.9\% \\
\quad Most numerous logic cells after layout & mux2\_2, dfrtp\_1, buf\_4, nand3\_1, and3\_1 \\
\multicolumn{2}{l}{\textbf{Power and ir drop}} \\
\quad Worst VDD drop & 0.133 mV \\
\quad Total leakage power & 24.8 nW \\
\quad Power per cell area & 174 mW/mm² \\
\quad Power consumption & approximately 9.3 mW \\
\multicolumn{2}{l}{\textbf{GRT}} \\
\quad Via count of the first global-routing pass & 32,900 \\
\quad Wire length of the first global-routing pass & around 250 mm \\
\quad Number of antenna violations at the first check in global routing & 8 \\
\quad Largest net degree at the start of global routing & 117 \\
\quad Overall global routing resource usage & 23.0\% \\
\quad Overflow left after global routing & 0 \\
\multicolumn{2}{l}{\textbf{Worst hold path}} \\
\quad Class of the worst hold path & flip-flop to flip-flop \\
\multicolumn{2}{l}{\textbf{Drt}} \\
\quad Avg Vias per Cell & 5.78 \\
\quad Antenna-violating nets left & 0 \\
\quad Drt initial violations & 3,018 \\
\quad Total DRC errors in the routed layout & 0 \\
\quad Vias & 33,000 \\
\quad Final WL & $\sim$170 mm \\
\quad Length of the first detailed-routing pass in iterations & 26 \\
\quad Post-detailed-route wirelength per cell & between 30 and 40 µm \\
\multicolumn{2}{l}{\textbf{Run status}} \\
\quad Run status & finished, final reports clean \\
\multicolumn{2}{l}{\textbf{Placed design}} \\
\quad Post-detailed-placement cell area & 0.0500 mm² \\
\quad IO buf count & 77 \\
\quad Detailed placer's ending HPWL & 103 mm \\
\quad RePlAce Congestion & 0.898 \\
\hline
\end{tabular}
-- Yosys cell counts (5+ instances only) --
master / instances / area (µm²)
o211ai_1: 11 / 82.6
a222oi_1: 10 / 100
mux2i_1: 45 / 450
nor2b_1: 13 / 81.3
nor4_1: 6 / 37.5
and3_1: 166 / 1040
a21oi_1: 23 / 115
a22o_1: 30 / 263
a2111oi_0: 50 / 438
o32ai_1: 5 / 43.8
mux2_2: 1043 / 11700
nand3b_1: 26 / 195
o22ai_1: 6 / 37.5
nand3_1: 172 / 861
clkbuf_1: 192 / 721
nor3b_1: 14 / 105
a22oi_1: 149 / 1120
nor2_1: 59 / 221
nand2b_1: 10 / 62.6
o2111ai_1: 11 / 96.3
buf_6: 10 / 113
a211oi_1: 10 / 75.1
o32a_1: 24 / 240
and3b_1: 6 / 52.6
o21ai_0: 10 / 50.1
or4_1: 9 / 67.6
dfrtp_1: 1024 / 25600
nand2_1: 47 / 176
buf_4: 13 / 97.6
nor3_1: 28 / 140
buf_1: 41 / 154
nand4_1: 79 / 494
a32oi_1: 18 / 158
or3_1: 6 / 37.5
a221oi_1: 12 / 105
buf_2: 105 / 526
a31oi_1: 9 / 56.3
-- per-layer routing --
metal / GRT usage (%) / part of all wire [%] / vias up / wire length [µm]
met1: 31.1 / 40 / 17600 / 69500
met4: 7.52 / 4.2 / 8 / 7320
li1: - / - / 13400 / -
met2: 33.6 / 44 / 1583 / 77200
met5: 1.29 / 0.19 / - / 324
met3: 9.86 / 12 / 430 / 20200
-- cells by family after synthesis --
group	after synthesis	synth area share, %
compound gates	415	7.14
buf+inv	365	3.48
flops	1024	54.9
mux	1089	26.2
simple gates	676	8.31
-- per-stage QoR --
step,cells,setup WS [ns]
after floorplan,3569,4.99
after global placement,5507,2.51
after detailed placement,5507,2.48
after CTS,5703,2.48
after global routing,5703,2.28
final,5709,2.35
-- area by class of cell --
type | count | area [µm²] | share of cell area [%]
antenna | 6 | 15.0 | 0.0280
clock buffer | 171 | 3310 | 6.17
clock inverter | 25 | 254 | 0.474
inverter | 4 | 15.0 | 0.0280
multi-input combinational | 2180 | 19700 | 36.7
sequential | 1024 | 25600 | 47.8
tap | 2044 | 2560 | 4.77
timing repair buffer | 255 | 2150 | 4.02
-- power by group --
part	leakage, nW	switching [mW]	internal (mW)	total, mW
Clock	1.75	1.58	2.14	3.72
Combinational	9.41	0.526	0.528	1.05
Sequential	13.6	0.231	4.30	4.53
Total	24.8	2.33	6.97	9.30
-- final timing paths --
check | startpoint | to | slack, ns | cells past startpoint
setup / recovery | rop_in[4] | rdata_out[3] | 2.35 | 10
hold / removal | regfile_r[5][24]$_DFFE_PN0P_ | regfile_r[5][24]$_DFFE_PN0P_ | 0.50 | 1
setup reg to reg | regfile_r[8][14]$_DFFE_PN0P_ | regfile_r[8][14]$_DFFE_PN0P_ | 10.13 | 1
hold reg to reg | regfile_r[5][24]$_DFFE_PN0P_ | regfile_r[5][24]$_DFFE_PN0P_ | 0.50 | 1
max in group asynchronous | rstx | regfile_r[15][29]$_DFFE_PN0P_ | 6.85 | 4
min in group asynchronous | rstx | regfile_r[10][26]$_DFFE_PN0P_ | 1.48 | 1
Power and IR drop assume default switching activity.
